File: /design/flow/run.sh
#!/bin/bash
# OpenROAD 26Q1-2900-gdf79404cd8, Yosys 0.63+post, stock flow scripts
make -C /OpenROAD-flow-scripts/flow DESIGN_CONFIG=/design/flow/config.mk WORK_HOME=/design/flow/orfs finish
File: /design/flow/config.mk
export PLATFORM = sky130hd
export DESIGN_NAME = counter
export DESIGN_NICKNAME = counter
export VERILOG_FILES = /design/flow/design.v
export SDC_FILE = /design/flow/constraint.sdc
export NUM_CORES = 4
export LEC_CHECK = 1
export CORE_AREA = 10 10 70 70
export DIE_AREA = 0 0 80 80
File: /design/flow/constraint.sdc
current_design counter

set clk_period 1.6
set clk_io_pct 0.2

create_clock -name clk0 -period $clk_period [get_ports {clk}]

set non_clock_inputs [all_inputs -no_clocks]
set_input_delay [expr $clk_period * $clk_io_pct] -clock clk0 $non_clock_inputs
set_output_delay [expr $clk_period * $clk_io_pct] -clock clk0 [all_outputs]
File: /design/flow/design.v
`timescale 1ns / 1ps
module counter(
       input increment,
		 input decrement,
		 input clk,
		 input reset,
		 output reg[1:0] count
    );
reg enable;
reg[1:0] mux_out;
always@(*)
enable=increment|decrement;
always@(*)
begin
case(increment)
1'b0:mux_out=count+1;
1'b1:mux_out=count-1;
endcase
end
always@(posedge clk)
begin
if(reset)
count<=#1 0;
else if(enable)
count<=mux_out;
end
endmodule
==> impl_metrics.toml <==
# physical design summary
[run_status]
outcome = "completed"

[die]
die_area_mm2 = 0.00640
ios = 6
row_count = 21
initial_core_util_pct = 3.26
dieWidth_um = 80
core_mm2 = 0.00342
die_h_um = 80

[setup_path]
setup.worst_path.start = "count[0]$_SDFFE_PP0P_"
worst-path-max-fanout = 4
timing.rr.end = "count[1]$_SDFFE_PP0P_"
critPathCapture = "count[0]"
crit_slowest_cell = "clkdlybuf4s50_1"
start_kind = "flip-flop"
critPathKind = "reg -> out"
cp.arrival_ns = 1.14
crit_chain = "clkdlybuf4s50_1"
critPathBufInv = 1
cpPeakStageDelay_ns = 0.51
cp-end-kind = "output port"
rrSetupSlack_ns = 0.72
cp.depth = 1
crit_family = "buffers and inverters"
required_ns = 1.28
reg2reg_from = "count[0]$_SDFFE_PP0P_"
reg2reg_depth = 3

[global_route]
grt_pass1_vias = 109
grt_pass1_wl_um = 524
grt_use_total_pct = 1.29
grt_overflow = 0
antenna_found_initial = 0
grt_max_degree = 5

[power_and_ir_drop]
peakVddDrop_v = 0.000125
p_total_uw = 213
p_int_uw = 167
p_seq_share_pct = 29.5
clockPowerShare_pct = 51.7
powerDensity_mw_per_mm2 = 874
p_leak_nw = 0.0918
p_comb_share_pct = 18.8
p_switching_uw = 46.2
switching_share_pct = 21.7

[clock_network]
cts.hold.buffers_added = 0
cts_buffers = 3
clkTransAtPathRegs_ns = 0.03
clockBufferDepth = 2
root_buffer = "clkbuf_4"
htreeDepth = 1
clock-sinks = 2
post_cts_buffers = 0
postCtsResizedCells = 0
cts_tree = "built"
clk_latency_ns = 0.22

[synth]
ys.warnings.count = 1
synth_area_um2 = 111
ys_cells = 10
synth_seq_share_pct = 36.0
netlist-cell-type-count = 8
syn_avg_cell_area_um2 = 11.1
ys_seq_elements = 2
syn_inst = 10
yosysChipArea_um2 = 111

[sta]
hold_slack_ns = 0.490
tightest_slew_ns = 0.206
max_freq_ghz = 0.684
finalCriticalPeriod_ns = 1.46
final_hold_viol_count = 0
post-route-period-util_pct = 91.4
drv_slew = 0
setup_ws_ns = 0.137
setup_viol = 0
max_slew_margin_pct = 86.3
setup-tns-final_ns = 0
rsz0062_at_grt = "false"
finClkSkew_ns = 0.00215

[routing]
drc = 0
viasPerCell = 1.55
dr.pass1.iters = 1
routed_wl_um = 356
wl_per_cell_um = 5.48
ant_nets = 0
drtIter0Drc = 0
vias = 101

[placement]
pre_cts_slack_ns = 0.242
dpl.cell_count = 61
portBuffers = 5
gpl.final_weighted_congestion = 0.671
placed_cell_area_um2 = 219

[final_layout]
syn_to_final_growth_pct = 119
regMostFlops = "count"
final_area_um2 = 244
drive_gt1_share_pct = 33.3
largestRegisters = "count (2)"
final_cells = 65
nFillCells = 412
largest_reg_flops = 2
lay_top_count = "clkdlybuf4s50_1"
lay_top_cells = "clkdlybuf4s50_1, clkbuf_4, nor2_1, dfxtp_1"
final_util_pct = 7.14

[worst_hold_path]
min-delay-start = "count[1]$_SDFFE_PP0P_"
hp-class = "reg -> reg"

[flow_run]
tool_warnings = 25
drv_cap = 0
-- cell families after synthesis --
group	Yosys count	share of synthesized area, %
AND/OR/NAND/NOR	5	41.6
XOR/XNOR	1	7.87
flip-flops	2	36.0
AND-OR/OR-AND	2	14.6
-- synthesized netlist by cell type (all sizes together) --
cell    n  area (um^2)
dfxtp   2         40.0
nor2    2         7.51
nand3b  1         20.0
nand3   1         5.00
a21oi   1         8.76
a21o    1         7.51
xor2    1         8.76
nand2b  1         13.8
-- worst min-delay path by stage --
stage / end / slack, ns / cells past startpoint
global route: count[1]$_SDFFE_PP0P_ / 0.52 / 2
CTS: count[1]$_SDFFE_PP0P_ / 0.49 / 2
finish: count[1]$_SDFFE_PP0P_ / 0.49 / 2
-- cell type report --
type                            count  area, um^2  share of cell area (%)
Multi-Input combinational cell      8        71.3                    29.2
Tap cell                           46        57.6                    23.6
Timing Repair Buffer                5        50.0                    20.5
Sequential cell                     2        40.0                    16.4
Clock buffer                        3        22.5                    9.23
Antenna cell                        1        2.50                    1.03
-- power by group through the flow --
stage	logic [mW]	registers [mW]	clock network [mW]
finish	0.0401	0.0629	0.110
global route	0.0431	0.0641	0.127
CTS	0.0406	0.0630	0.116
-- routing by layer --
metal,part of all wire [%],track usage (%),up-vias
li1,-,-,52
met1,32,0.924,41
met2,27,0.963,8
met3,40,3.30,0
met4,0,0.176,0
met5,0,0,-
No activity file was given, so power comes from the tool's default toggle rates.
