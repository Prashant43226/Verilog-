===== flow/constraint.sdc =====
current_design elevator_statemachine

set clk_period 2.5
set clk_io_pct 0.2

create_clock -name clk0 -period $clk_period [get_ports {clk}]

set non_clock_inputs [all_inputs -no_clocks]
set_input_delay [expr $clk_period * $clk_io_pct] -clock clk0 $non_clock_inputs
set_output_delay [expr $clk_period * $clk_io_pct] -clock clk0 [all_outputs]

===== flow/design.v =====
`timescale 1ns / 1ps
module elevator_statemachine(
       input outer_button,
       input[1:0] inner_button,
       input clk,
		 input reset,
		 input[1:0] state,
		 output reg[1:0] state_nxt,
		 output reg op_a,
output reg op_b,
output reg op_c,
output reg op_d,
output reg op_e,
output reg op_f,
output reg op_g,
output reg op_h,
output reg op_i,
output reg op_j
    );
reg[1:0] state_a=00;
reg[1:0] state_b=01;
reg[1:0] state_c=10;
reg[1:0] state_d=11;
always@(posedge clk)
  begin
if((outer_button==0||outer_button==1)&(inner_button[1]==0)&(inner_button[0]==0))
      op_a=1;
	 else
	 op_a=0;
	 if((outer_button==0||outer_button==1)&(inner_button[1]==0)&(inner_button[0]==1))
      op_b=1;
	 else
	 op_b=0;
	 if((outer_button==0||outer_button==1)&(inner_button[1]==1)&(inner_button[0]==0))
      op_c=1;
	 else
	 op_c=0;
	 if((outer_button==0||outer_button==1)&(inner_button[1]==1)&(inner_button[0]==1))
      op_d=1;
	 else
	 op_d=0;
	 if((outer_button==1)&(inner_button[1]==0)&(inner_button[0]==1))
      op_e=1;
	 else
	 op_e=0;
	 if((outer_button==1)&(inner_button[1]==1)&(inner_button[0]==0))
      op_f=1;
	 else
	 op_f=0;
	 if((outer_button==1)&(inner_button[1]==1)&(inner_button[0]==1))
      op_g=1;
	 else
	 op_g=0;
	 if((outer_button==0)&(inner_button[1]==0)&(inner_button[0]==0))
      op_h=1;
	 else
	 op_h=0;
	 if((outer_button==0)&(inner_button[1]==0)&(inner_button[0]==1))
      op_i=1;
	 else
	 op_i=0;
	 if((outer_button==0)&(inner_button[1]==1)&(inner_button[0]==0))
      op_j=1;
	 else
	 op_j=0;
end
always@(posedge clk)
  begin
   if(state==state_a)
	begin  
		if(op_a)
	   state_nxt=state_a;
		else if(op_e)
	   state_nxt=state_b;
		else if(op_f)
	   state_nxt=state_c;
		else if(op_g)
	   state_nxt=state_d;
	 end
	 else if(state==state_b)
	 begin
		if(op_h)
	   state_nxt=state_a;
		else if(op_b)
	   state_nxt=state_b;
		else if(op_f)
	   state_nxt=state_c;
		else if(op_g)
	   state_nxt=state_d;
	 end
	 else if(state==state_c)
	 begin
		if(op_h)
	   state_nxt=state_a;
		else if(op_i)
	   state_nxt=state_b;
		else if(op_c)
	   state_nxt=state_c;
		else if(op_g)
	   state_nxt=state_d;
	 end
	 else if(state==state_d)
	 begin
		if(op_h)
	   state_nxt=state_a;
		else if(op_i)
	   state_nxt=state_b;
		else if(op_j)
	   state_nxt=state_c;
		else if(op_d)
	   state_nxt=state_d;
	 end	
  end
endmodule

===== flow/run.sh =====
#!/bin/bash
# OpenROAD 26Q1-2900-gdf79404cd8, Yosys 0.63+post, stock flow scripts
make -C /OpenROAD-flow-scripts/flow DESIGN_CONFIG=/design/flow/config.mk WORK_HOME=/design/flow/orfs finish

===== flow/config.mk =====
export PLATFORM = sky130hd
export DESIGN_NAME = elevator_statemachine
export DESIGN_NICKNAME = elevator_statemachine
export VERILOG_FILES = /design/flow/design.v
export SDC_FILE = /design/flow/constraint.sdc
export NUM_CORES = 4
export LEC_CHECK = 1
export CORE_AREA = 10 10 70 70
export DIE_AREA = 0 0 80 80

==> out/qor.yml <==
logic_synthesis:
  yosys.area.top_type: "dfxtp_1"
  synthesis.instances: 41
  yosys-stat-area_um2: 451.7
  area_leaders: "dfxtp_1 44%, edfxtp_1 13%, nor2b_1 5.5%"
  post_synth_instance_area_um2: 451.7
  yosys-stat-cells: 41
  syn_avg_cell_area_um2: 11.02
  yosysSeqAreaShare_pct: 57.62
  number_of_enable_type_register_cells_in_the_synthesized_netlist: 2
  post_synth_num_cell_types: 22
  async_flop_share_pct: 0
  synthFlopType: "dfxtp_1"
  top_cell_area_share_pct: 44.32
  yosysWarningCount: 1
  yosys_register_bits: 12
drt:
  drcViolationCount: 0
  insertedDiodeCount: 0
  detailedRoute.firstPassIterationCount: 4
  detail_route.vias_per_cell: 3.556
  vias_post_dr: 384
  drt_iter0_markers: 18
  ant_nets: 0
  wirelength_um: 1189
  drt-wirelength-per-cell_um: 11.01
worst_setup_path:
  max_stage_delay_ps: 520
  rr_startpoint: "state_nxt[0]"
  classification_of_the_worst_setup_path: "flip-flop to primary output"
  reg2reg_setup_slack_ps: 1210
  slowest_stage: "clkdlybuf4s50_1"
  worst_ep_arrival_time_ps: 1210
  required_time_reported_for_the_critical_path_endpoint_ps: 2000
  critical_path.cell_chain: "clkdlybuf4s50_1"
  path_depth_of_the_worst_reg2reg_path: 3
  start_kind: "flip-flop"
  crit_cells: 1
  setup.worst_path.end_class: "primary output"
  cp_max_fo: 5
  r2r_end: "state_nxt[0]"
  crit_buf_inv: 1
  crit_family: "buffers and inverters"
clocking:
  cts_max_level: 1
  clock_sinks: 12
  tritoncts: "done"
  cts.root.buffer_cell: "clkbuf_4"
  postCtsHoldBufs: 0
  cts_inserted_buffers: 3
  max-clock-path-buffers: 2
  post_cts_resize_count: 0
  clk_latency_ps: 270
  post-cts-setup-buffer-count: 0
  clkSlewWorstSetupHoldPaths_ps: 70
global_route:
  grt_pass1_vias: 375
  grt_pass1_wl_um: 1828
  grtUsageTotal_pct: 3.669
  grt.overflow.total: 0
  largest_net_degree_at_the_start_of_global_routing: 8
  grt_antenna_before_repair: 0
min_path:
  worst_hold_startpoint: "op_f"
  worstHoldEndpoint: "state_nxt[1]"
  hold_path_class: "flip-flop to flip-flop"
  worst_hold_path.num_cells: 2
cells_and_area:
  lay_top_cells: "17 x clkdlybuf4s50_1, 10 x dfxtp_1, 4 x nor2b_1"
  drive_above_1_share_pct: 9.677
  area.growth.synth_to_final_pct: 58.45
  mostFrequentLayoutCell: "clkdlybuf4s50_1"
floorplanning:
  die_h_um: 80
  core_footprint_um2: 3416
  design.die.area_um2: 6400
  chipWidth_um: 80
  rows: 21
  floorplan.initialDensity_pct: 13.22
  pin_count: 19
sta:
  achievable-frequency_mhz: 585.1
  tightestPinTransition_ps: 397.3
  slew_headroom_pct: 73.14
  layout_min_cycle_time_ps: 1709
  setup_viol: 0
  fin_setup_tns_ps: 0
  hold_viol: 0
  rsz_0062_raised_after_global_routing: "false"
  clock_skew_ps: 4.005
  final_count_of_pins_violating_max_slew: 0
  hold_worst_slack_ps: 591.3
  final.period_utilization_pct: 68.37
pwr:
  irDropWorstVdd_mv: 0.2234
  total_leakage_power_nw: 0.2508
  powerDensity_nw_per_um2: 599.9
flow_run:
  count_of_maximum_capacitance_violations: 0
  openroad.warnings: 26
status:
  status: "finished clean"
placed_design:
  place_congestion: 0.7856
  buffers_on_ports: 17
  sum_of_net_half_perimeters_after_detailed_placement_um: 1003
==> layer usage <==
| layer | vias to the layer above | global-route usage [%] | share of wire (%) |
|---|---|---|---|
| li1 | 192 | - | - |
| met1 | 170 | 3.891 | 41 |
| met2 | 17 | 6.421 | 49 |
| met3 | 5 | 1.818 | 8.6 |
| met4 | 0 | 0.7042 | 1.9 |
| met5 | - | 0 | 0 |
==> cell families (layout without fill, tap and decap cells) <==
group	Yosys count	after routing	share of synthesized area, %
AND/OR/NAND/NOR	20	20	28.54
flip-flops	12	12	57.62
AND-OR/OR-AND	8	8	13.02
buffers and inverters	1	22	0.8302
==> worst max path at each step <==
stage     start   end  slack (ps)
4_1_cts    op_h  op_h         780
5_1_grt    op_h  op_h         750
6_report   op_h  op_h         790
==> worst min-delay path, delay by kind of cell (launching register included) <==
kind / cells / cell delay, ps
compound gates: 1 / 80
flops: 1 / 340
simple gates: 1 / 70
==> power by group <==
part / switching [mW] / internal [mW]
registers: 0.0101 / 0.211
clock network: 0.0595 / 0.0885
logic: 0.0192 / 0.0414
total: 0.0888 / 0.341
==> registers in the layout, indices dropped and copies added (netlist names) <==
signal,count
state_nxt,2
op_a,1
op_b,1
op_c,1
op_d,1
op_e,1
op_f,1
op_g,1
op_h,1
op_i,1
op_j,1
==> through the flow <==
| stage | cell area, um^2 | std cells | total power, mW | utilization, % | worst slack, ps |
|---|---|---|---|---|---|
| after floorplan | 451.7 | 41 | 0.2418 | - | 1244 |
| after global placement | 679.4 | 104 | 0.2856 | 19.89 | 639.5 |
| after detailed placement | 679.4 | 104 | 0.2867 | 19.89 | 630.9 |
| after CTS | 715.7 | 108 | 0.4343 | 20.95 | 781.2 |
| after global routing | 715.7 | 108 | 0.4488 | 20.95 | 748.4 |
| final | 715.7 | 108 | 0.4293 | 20.95 | 790.8 |
==> area by class of cell <==
type | instances | area [um^2]
Fill cell | 389 | 2700
Sequential cell | 12 | 260.3
Multi-Input combinational cell | 28 | 187.7
Timing Repair Buffer | 17 | 170.2
Tap cell | 46 | 57.56
Clock buffer | 4 | 36.28
Inverter | 1 | 3.754
==> Yosys cell counts (2+ instances only) <==
cell type   n
and2_1      3
nor2_1      2
edfxtp_1    2
nor3_1      2
o21ai_0     3
dfxtp_1    10
nor2b_1     4
Power and IR drop assume default switching activity.
